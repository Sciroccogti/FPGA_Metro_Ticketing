**flow/run.sh**
```bash
#!/bin/bash
# OpenROAD 26Q1-2900-gdf79404cd8, Yosys 0.63+post, stock flow scripts
make -C /OpenROAD-flow-scripts/flow DESIGN_CONFIG=/design/flow/config.mk WORK_HOME=/design/flow/orfs finish
```
**flow/config.mk**
```make
export PLATFORM = sky130hd
export DESIGN_NAME = Led
export DESIGN_NICKNAME = Led
export VERILOG_FILES = /design/flow/design.v
export SDC_FILE = /design/flow/constraint.sdc
export NUM_CORES = 4
export LEC_CHECK = 1
export CORE_AREA = 10 10 74 74
export DIE_AREA = 0 0 84 84
```
**flow/constraint.sdc**
```tcl
current_design Led

set clk_period 1.2
set clk_io_pct 0.2

create_clock -name clk0 -period $clk_period [get_ports {clk}]

set non_clock_inputs [all_inputs -no_clocks]
set_input_delay [expr $clk_period * $clk_io_pct] -clock clk0 $non_clock_inputs
set_output_delay [expr $clk_period * $clk_io_pct] -clock clk0 [all_outputs]
```
**flow/design.v**
```verilog
`timescale 1ns / 1ps
module Led(
    input [3:0] ticketnum,
    input clk,
    output [15:0] led
    );
    reg [15:0] led_ = 16'h0000;
    always @(posedge clk) begin : lit
        integer i;
        for (i = 0; i < 16; i = i + 1)
            if (i < ticketnum)
                led_[i] = 1;
            else
                led_[i] = 0;
    end
    assign led = led_;
endmodule
module RGB (
    input [3:0] stat,
    input clk,
    output [5:0] led 
);
    reg [5:0] led_ = 6'b000000;  
    always @(posedge clk) begin
        case (stat)
            4'h0: led_ = 6'b000001;
            4'h1: led_ = 6'b001010;
            4'h2: led_ = 6'b010010;
            default: led_ = 6'b111111;
        endcase
    end
    assign led = led_;
endmodule  
```
==> flow_summary.toml <==
# physical design summary
[outcome]
status = "finished clean"

[final_timing]
drv_slew = 0
finalClockPeriodUsage_pct = 85.8
finalHoldViolations = 0
finalCriticalPeriod_ns = 1.03
fmax_mhz = 971
rsz0062_at_grt = "false"
setup_ws_ns = 0.171
setup_viol = 0

[route]
drtAntennaViolNets = 0
antenna_cells = 0
vias = 339
via_per_inst = 2.97
wl_um = 1120
dr.pass1.iters = 4
wl_per_cell_um = 9.84
first_iter_violations = 3
drc = 0

[synth]
synthAoiAreaFrac_pct = 9.83
ys_sh_xor_pct = 0
top_logic_kind = "simple AND/OR/NAND/NOR gates"
yosysTopAreaCellShare_pct = 67.4
synth_cell_types = 18
ys_seq_share_pct = 67.4
mux_area_share_pct = 0
yosys_warnings = 1
syn_area_um2 = 445
yosys_area_um2 = 445
ys.flops = 15
adder_share_pct = 0
largest_area_cell = "dfxtp_1"
simple_gate_share_pct = 13.8
avgSynthCellArea_um2 = 11.1
ys_top_cells_by_area = "dfxtp_1 (67%), nand2_1 (3.4%), nor2_1 (3.4%)"
synthCells = 40
yosysCellCount = 40

[placement]
port_buffers = 19
post_dp_cell_area_um2 = 707
dp.cells = 110
gp_congestion = 0.691
dp_slack_ns = -0.0633
dp_hpwl_um = 930

[setup_path]
start_kind = "input port"
arrival_ns = 1.16
worst_setup_path_end_kind = "flip-flop"
worstPathRequired_ns = 1.33
crit_path_max_fanout = 7
criticalPathCategory = "input port to flip-flop"

[hold_path]
hold_path.class = "input port to flip-flop"

[cts]
clockRootBuffer = "clkbuf_8"
postCtsHoldBufs = 0
cts_made_buffers = 3
path_clk_slew_ns = 0.06
clock_path_buffers = 2
clkSinkCount = 15
cts_tree = "yes"
h-tree-depth = 1

[layout]
n_fill_cell = 444
layout-area-overhead-vs-synth_pct = 65.7
finalNonFillerCells = 114
regArea_um2 = 304
mostFrequentLayoutCell = "dlygate4sd2_1"
largest_reg_flops = 15
design_area_um2 = 738
logic_area_um2 = 109
drive_above_1_share_pct = 25.0
layout.cells.most_common_list = "dlygate4sd2_1 (15), dfxtp_1 (12), buf_4 (5)"

[grt]
grt_pass1_wl_um = 1840
track_usage_pct = 3.16
grt_pass1_vias = 344
grt.overflow.total = 0
grt_max_degree = 10
grt_antenna_before_repair = 0

[power]
seq_power_share_pct = 52.2
p_comb_share_pct = 9.3
p_sw_w = 0.000203
internal_power_w = 0.000815
sw_frac_of_total_pct = 19.9
powerDensity_mw_per_mm2 = 1380
clock_power_share_pct = 38.5
leakage_nw = 0.325
ir_drop_v = 0.000313
power_w = 0.00102

[floorplanning]
core_mm2 = 0.00397
num_io_pins = 21
die_x_um = 84
die-area_mm2 = 0.00706
die_h_um = 84
fp-utilization_pct = 11.2
rows = 23

[flow_run]
tool_warnings = 25
max_cap_viol_count = 0
[repair_timing]
item                       in CTS  in global routing
buffers inserted                0                  0
setup endpoints to repair      15                  0
resized                        18                  0
[cell usage after synthesis, drive strengths merged]
| master | number |
|---|---|
| dfxtp | 15 |
| buf | 4 |
| nand2 | 4 |
| nor2 | 4 |
| inv | 2 |
| a21o | 1 |
| a21oi | 1 |
| a31o | 1 |
| and3 | 1 |
| conb | 1 |
| nand2b | 1 |
| nor2b | 1 |
| o21a | 1 |
| o21ai | 1 |
| o31a | 1 |
| or3 | 1 |
[power groups by stage]
stage / clock network (W) / registers, W / logic [W]
after CTS: 0.000402 / 0.000532 / 0.0000980
after global routing: 0.000430 / 0.000535 / 0.000107
final: 0.000392 / 0.000531 / 0.0000951
[layer usage]
metal  GRT usage [%]  part of all wire [%]
met1            3.60                    40
met2            4.81                    47
met3            2.17                    13
met4           0.609                  0.71
met5               0                     0
[path summary, 6_finish.rpt]
path | from | endpoint | slack [ns] | cells past startpoint
setup / recovery | ticketnum[3] | led_[2] | 0.17 | 4
hold / removal | ticketnum[3] | led_[7] | 0.56 | 1
[critical path, stage by stage]
cell,delay (ns)
clkdlybuf4s50_1,0.47
buf_4,0.19
nor2_1,0.18
nand2_1,0.07
[cell type report]
class,count,share of cell area [%]
Clock buffer,3,5.59
Clock inverter,1,0.678
Inverter,2,1.02
Multi-Input combinational cell,19,14.7
Sequential cell,15,41.2
Tap cell,50,8.47
Timing Repair Buffer,24,28.3
[cells by family after synthesis]
family	Yosys count
simple gates	12
flops	15
buf+inv	6
other cells	1
compound gates	6
[through the flow]
stage / TNS (ns) / util [%] / hold WS, ns
finish: 0 / 18.6 / 0.564
global route: 0 / 18.6 / 0.575
CTS: 0 / 18.6 / 0.560
detailed placement: -0.287 / 17.8 / 0.807
global placement: -0.193 / 17.8 / 0.803
floorplan: 0 / - / 0.268
