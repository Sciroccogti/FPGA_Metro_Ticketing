$ cat flow/run.sh
#!/bin/bash
# OpenROAD 26Q1-2900-gdf79404cd8, Yosys 0.63+post, stock flow scripts
make -C /OpenROAD-flow-scripts/flow DESIGN_CONFIG=/design/flow/config.mk WORK_HOME=/design/flow/orfs finish
$ cat flow/config.mk
export PLATFORM = sky130hd
export DESIGN_NAME = seg7decimal
export DESIGN_NICKNAME = seg7decimal
export VERILOG_FILES = /design/flow/design.v
export SDC_FILE = /design/flow/constraint.sdc
export NUM_CORES = 4
export LEC_CHECK = 1
export CORE_UTILIZATION = 30
$ cat flow/constraint.sdc
current_design seg7decimal

set clk_period 11.8
set clk_io_pct 0.2

create_clock -name clk0 -period $clk_period [get_ports {clk}]

set non_clock_inputs [all_inputs -no_clocks]
set_input_delay [expr $clk_period * $clk_io_pct] -clock clk0 $non_clock_inputs
set_output_delay [expr $clk_period * $clk_io_pct] -clock clk0 [all_outputs]
$ cat flow/design.v
`timescale 1ns / 1ps
module seg7decimal(
    input [31:0] eightnum,
    input [3:0] stat,
    input clk,
    output reg [6:0] seg,
    output reg [7:0] an,
    output wire dp);
    wire [2:0] s;  
    reg [3:0] digit;
    wire [7:0] aen;
    reg [19:0] clkdiv = 0;
    reg [32:0] num;
    assign dp  = 1;  
    wire [3:0] ss = clkdiv / 10000000;
    assign s   = clkdiv[19:17];
    assign aen = 8'b11111111;  
    integer i;
    always @(posedge clk) begin 
        if (stat == 4'h3)
            case (0)
                0: num =    32'h31968146;
                1: num =    32'h56000000;
                2: num =    32'h66600000;
                3: num =    32'h06660000;
                4: num =    32'h00666000;
                5: num =    32'h00066600;
                6: num =    32'h00006660;
                7: num =    32'h00000666;
                8: num =    32'h00000067;
                9: num =    32'h0000001A;
                10: num =   32'h00000111;
                11: num =   32'h00001110;
                12: num =   32'h00011100;
                13: num =   32'h00111000;
                14: num =   32'h01110000;
                15: num =   32'h11100000;
            endcase
        else begin
            if (eightnum[7:0] >= 4'd10) begin  
                num[3:0] = eightnum[7:0] % 4'd10;
                num[7:4] = eightnum[7:0] / 4'd10;
                end
            else
                num[7:0] = eightnum[7:0];
            if (eightnum[15:8] >= 4'd10) begin  
                num[11:8] = eightnum[15:8] % 4'd10;
                num[15:12] = eightnum[15:8] / 4'd10;
                end
            else
                num[15:8] = eightnum[15:8];
            if (eightnum[23:16] >= 4'd10 && eightnum[23:16] != 8'hEE) begin  
                num[19:16] = eightnum[23:16] % 4'd10;
                num[23:20] = eightnum[23:16] / 4'd10;
                end
            else
                num[23:16] = eightnum[23:16];
            if (eightnum[31:24] >= 8'd10 && eightnum[31:24] != 8'hEE) begin  
                num[27:24] = eightnum[31:24] % 4'd10;
                num[31:28] = eightnum[31:24] / 4'd10;
                end
            else
                num[31:24] = eightnum[31:24];
        end
        case(s)
            0:digit = num[3:0];  
            1:digit = num[7:4];  
            2:digit = num[11:8];  
            3:digit = num[15:12];  
            4:digit = num[19:16];  
            5:digit = num[23:20];  
            6:digit = num[27:24];  
            7:digit = num[31:28];  
            default:digit = num[3:0];
        endcase
    end
    always @(*)
        if (stat == 4'h3)
            case(digit)
                0:seg   = 7'b1111111; 
                1:seg   = 7'b1111110; 
                2:seg   = 7'b1011110; 
                3:seg   = 7'b1001110; 
                4:seg   = 7'b1000111; 
                5:seg   = 7'b1100111; 
                6:seg   = 7'b1110111; 
                7:seg   = 7'b1110011; 
                8:seg   = 7'b1110001; 
                9:seg   = 7'b1111000; 
                'hA:seg = 7'b1111100;
                'hB:seg = 7'b0100011; 
                'hC:seg = 7'b0101111; 
                'hD:seg = 7'b0101111; 
                'hE:seg = 7'b0000110; 
                'hF:seg = 7'b0001110;
                default: seg = 7'b0000000;  
            endcase
        else
            case(digit)
                0:seg   = 7'b1000000; 
                1:seg   = 7'b1111001; 
                2:seg   = 7'b0100100; 
                3:seg   = 7'b0110000; 
                4:seg   = 7'b0011001; 
                5:seg   = 7'b0010010; 
                6:seg   = 7'b0000010; 
                7:seg   = 7'b1111000; 
                8:seg   = 7'b0000000; 
                9:seg   = 7'b0010000; 
                'hA:seg = 7'b0001000;
                'hB:seg = 7'b0000011;
                'hC:seg = 7'b1000110;
                'hD:seg = 7'b0100001;
                'hE:seg = 7'b0111111; 
                'hF:seg = 7'b0001110;
                default: seg = 7'b0000000;  
            endcase
    always @(*) begin
        an = 8'b11111111;
        if (aen[s] == 1)
            an[s] = 0;
    end
	always @(posedge clk) begin
		clkdiv = clkdiv+1;
	end
endmodule
module Disp_minus (input clk,
                   output wire [6:0] seg,
                   output wire an,
                   output wire dp);
    assign seg = 7'b1000000;
    assign an = 1;
endmodule  
==> flow_summary.json <==
{
  "status": "finished clean",
  "final-max-slew-violation-count": 0,
  "postSynthAreaPerCell_um2": 7.273,
  "ys_cells": 567,
  "peakVddDrop_mv": 0.1042,
  "drt-vias-per-instance": 5.706,
  "crit_fanout": 15,
  "antenna-diode-count": 0,
  "routedWlPerCell_um": 15.73,
  "grt_pass1_vias": 4133,
  "power_frac_comb_pct": 48.5,
  "htree_levels": 2,
  "p_seq_share_pct": 27.3,
  "core.rowCount": 42,
  "track_usage_pct": 17.64,
  "flop_cell": "dfxtp_1",
  "critPathKind": "in2reg",
  "synthesis.area_um2": 4124,
  "endpoint_kind": "register",
  "holdWs_ps": 393.7,
  "regToRegSetupSlack_ps": 4300,
  "gr-total-overflow": 0,
  "grt_pass1_wl_um": 20340,
  "yosys_area_um2": 4124,
  "hold_class": "reg2reg",
  "drtAntennaViolNets": 0,
  "p_sw_w": 0.0001894,
  "clockPowerShare_pct": 24.2,
  "drive_gt1_share_pct": 8.020,
  "tns_ps": 0,
  "worst_pin_slew_ps": 832.7,
  "clock-root-buffer": "clkbuf_16",
  "vias": 4491,
  "antenna_found_initial": 0,
  "gp_congestion": 0.9385,
  "dpl.cell_count": 779,
  "fin_crit_sh_pct": 80.97,
  "rsz0062_at_grt": "false",
  "grt_max_degree": 23,
  "hold_violations": 0,
  "io_buffers": 51,
  "synth_flops": 34,
  "drt_iter0_markers": 517,
  "chipArea_um2": 14220,
  "p_leak_nw": 1.873,
  "cts_tree": "built",
  "clkSlewWorstSetupHoldPaths_ps": 50,
  "postCtsSetupRepairBufs": 0,
  "switching_share_pct": 35.83,
  "synth_seq_share_pct": 16.50,
  "warning_count": 38,
  "hold_buffers": 0,
  "finalInstanceArea_um2": 4941,
  "cap_viol_max_count": 0,
  "start_kind": "input pin",
  "finalPower_w": 0.0005287,
  "drc": 0,
  "place_hpwl_um": 9562,
  "period_minus_slack_ps": 9555,
  "p_int_w": 0.0003393,
  "mostFrequentLayoutCells": "nand2_1 (97), clkdlybuf4s50_1 (51), nor2_1 (43)",
  "die_w_um": 119.2,
  "p_per_area_nw_per_um2": 107.0,
  "async_flop_share_pct": 0,
  "fmax_mhz": 104.7,
  "edf_count": 0,
  "max_slew_margin_pct": 43.98,
  "skew_ps": 1.431,
  "clock-sinks": 34,
  "path_common_cell": "nor2_1",
  "placed_area_um2": 4790,
  "arrival_ps": 9720,
  "synth_warnings": 1,
  "cp_slowest_cell": "nor4_1",
  "worst_path_largest_cell_delay_ps": 760,
  "crit_required_ps": 11960,
  "clk_latency_ps": 270,
  "cts_buffer_depth": 2,
  "core_area_um2": 13350,
  "cts_inserted_buffers": 5,
  "lay_top_count": "nand2_1",
  "wl_um": 12380,
  "final_cells": 787,
  "syn_inst": 567,
  "area_delta_synth_final_pct": 19.81,
  "setup_viol": 0,
  "num_io_pins": 53,
  "yosys.cell_types.count": 94,
  "fp_util_pct": 30.90,
  "drtPass1Iterations": 5,
  "cts_resized": 0,
  "die_height_um": 119.2
}
[per-layer routing]
layer  track usage, %  routed length (um)
met5                0                   0
met4            3.639                 212
met3            1.419                 802
met2            27.14                5328
met1            26.97                6039
[cells by family (layout without fill, tap and decap cells)]
logic type / Yosys count / in the layout / synth area share, %
multiplexers: 11 / 11 / 2.761
flip-flops: 34 / 34 / 16.50
other: 1 / 1 / 0.09093
AND/OR/NAND/NOR: 256 / 256 / 31.34
buffers and inverters: 46 / 90 / 5.461
XOR/XNOR: 19 / 19 / 4.035
adder cells (fa/ha/maj): 20 / 20 / 6.068
AND-OR/OR-AND: 180 / 180 / 33.74
[power by group through the flow]
| stage | clock network (W) | logic, W | registers, W |
|---|---|---|---|
| 4_1_cts | 0.000131 | 0.000255 | 0.000144 |
| 5_1_grt | 0.000137 | 0.000283 | 0.000146 |
| 6_report | 0.000128 | 0.000256 | 0.000144 |
[cell type report]
cell class,instances,area [um2]
Fill cell,1368,8407
Multi-Input combinational cell,487,3233
Sequential cell,34,680.7
Timing Repair Buffer,58,563.0
Tap cell,176,220.2
Clock buffer,6,138.9
Inverter,24,92.59
Clock inverter,2,12.51
[worst max-delay path: cells and delay by family]
| kind | cells | cell delay [ps] |
|---|---|---|
| fa+ha+maj | 3 | 860 |
| mux | 1 | 280 |
| compound gates | 12 | 2490 |
| buf+inv | 2 | 640 |
| simple gates | 11 | 3100 |
[synth_stat cells, types with 4 or more instances]
| master | instances | area share [%] |
|---|---|---|
| o211ai_1 | 7 | 1.3 |
| a21oi_1 | 21 | 2.5 |
| or2_2 | 4 | 0.61 |
| nand2_1 | 97 | 8.8 |
| and3_1 | 11 | 1.7 |
| xnor2_1 | 14 | 3.0 |
| clkbuf_1 | 8 | 0.73 |
| o221ai_1 | 7 | 1.5 |
| o21a_1 | 4 | 0.73 |
| xor2_1 | 5 | 1.1 |
| nand2b_1 | 10 | 1.5 |
| buf_6 | 5 | 1.4 |
| or3_1 | 4 | 0.61 |
| nand3_1 | 21 | 2.5 |
| nor4_1 | 6 | 0.91 |
| a211oi_1 | 12 | 2.2 |
| and2_1 | 8 | 1.2 |
| nand4_1 | 13 | 2.0 |
| a31oi_1 | 10 | 1.5 |
| nor2_1 | 43 | 3.9 |
| o31ai_1 | 4 | 0.73 |
| dfxtp_1 | 34 | 17 |
| o22ai_1 | 6 | 0.91 |
| ha_1 | 20 | 6.1 |
| nor2b_1 | 4 | 0.61 |
| o31a_1 | 4 | 0.85 |
| inv_1 | 21 | 1.9 |
| nor3_1 | 12 | 1.5 |
| o21ai_0 | 29 | 3.5 |
| o21ai_1 | 5 | 0.61 |
| a22o_1 | 6 | 1.3 |
| a22oi_1 | 4 | 0.73 |
| mux2i_1 | 8 | 1.9 |
[through the flow]
stage,setup slack (ps),utilization [%]
after floorplan,3637,-
after global placement,2272,35.88
after detailed placement,2057,35.88
after CTS,2314,37.02
after global routing,1438,37.02
final,2245,37.02
[final timing paths]
check,cells after the start,to,start
worst max-delay path,29,register,eightnum[14]
worst min-delay path,1,clkdiv[0],clkdiv[0]
worst max register to register,29,register,clkdiv[18]
worst min register to register,1,clkdiv[0],clkdiv[0]
